==> flow/design.v <==
`timescale 1ns / 1ps
module ROM (
input [2:0] addr,
output reg [7:0] dataOut);
always @(*)
  begin
    case (addr)
      3'b000: dataOut = 8'b00000000;
      3'b001: dataOut = 8'b01010101;
      3'b010: dataOut = 8'b10101010;
      3'b011: dataOut = 8'b00110011;
      3'b100: dataOut = 8'b11001100;
      3'b101: dataOut = 8'b00001111;
      3'b110: dataOut = 8'b11110000;
      3'b111: dataOut = 8'b11111111;
      default: dataOut = 8'b00000000; 
    endcase
  end
endmodule
module Difference_RAM (
input mode,
input [2:0] addr,
input [7:0] dataIn,
input [7:0] mask,
input CLK,
output reg [7:0] dataOut);
reg [7:0] memory [0:7];
reg [7:0] check=0;
initial begin    
    memory[0]=8'b0;
    memory[1]=8'b0;
    memory[2]=8'b0;
    memory[3]=8'b0;
    memory[4]=8'b0;
    memory[5]=8'b0;
    memory[6]=8'b0;
    memory[7]=8'b0;
    end
always @(posedge CLK)
  begin
    check=dataIn;  
    if (mode == 0) 
    begin
      if(dataIn >= mask) 
      	begin 
      	memory[addr] <= (dataIn - mask);
      	end
      else
      	begin
      	memory[addr] <= (mask - dataIn);
      	end	
    end
end
always @(check,mode)
  begin
    if (mode == 1) 
    begin
      dataOut = memory[addr]; 
    end
end
endmodule
module EncodedMemory (
input mode,
input [2:0] index,
input [7:0] number,
input CLK,
output [7:0] result);
	wire [7:0] mask;
	ROM R(index, mask);
	Difference_RAM DR(mode, index, number, mask, CLK, result);
endmodule
==> flow/run.sh <==
#!/bin/bash
# OpenROAD 26Q1-2900-gdf79404cd8, Yosys 0.63+post, stock flow scripts
make -C /OpenROAD-flow-scripts/flow DESIGN_CONFIG=/design/flow/config.mk WORK_HOME=/design/flow/orfs finish
==> flow/config.mk <==
export PLATFORM = sky130hd
export DESIGN_NAME = EncodedMemory
export DESIGN_NICKNAME = EncodedMemory
export VERILOG_FILES = /design/flow/design.v
export SDC_FILE = /design/flow/constraint.sdc
export NUM_CORES = 4
export LEC_CHECK = 1
export CORE_UTILIZATION = 50
==> flow/constraint.sdc <==
current_design EncodedMemory

set clk_period 6.4
set clk_io_pct 0.2

create_clock -name clk0 -period $clk_period [get_ports {CLK}]

set non_clock_inputs [all_inputs -no_clocks]
set_input_delay [expr $clk_period * $clk_io_pct] -clock clk0 $non_clock_inputs
set_output_delay [expr $clk_period * $clk_io_pct] -clock clk0 [all_outputs]
==> metrics.yaml <==
synth-simple-area-share_pct: 5.24
portBuffers: 20
routed_via_density: 5.68
fillers: 461
core_area_sq_mm: 0.00635
ys_types: 30
htree_levels: 3
postRouteAntennaNets: 0
fa_ha_area_share_pct: 6.91
dpl_cell_area_sq_mm: 0.00364
vias: 1876
dieArea_sq_mm: 0.00691
synthCells: 215
grt_max_degree: 23
unclocked_regs: 8
most-common-layout-cells: "edfxtp_1 (64), clkdlybuf4s50_1 (20), nand2_1 (18), inv_1 (17), mux4_2 (16)"
synth.logic.top_family: "multiplexers"
slew_headroom_pct: 56.3
hold-path-endpoint: "DR.memory[3][4]"
hold_path.class: "in2reg"
die_h_um: 83.2
critPathMaxFanout: 19
seqPwrFrac_pct: 47.3
path_cells: "clkdlybuf4s50_1 > buf_4 > ha_1 > inv_1 > fa_1 > nand3_1 > a31oi_1 > a2111oi_4 > mux2i_1 > xor2_1"
wl_um: 6580
untimed_endpoints: 16
cp-end-kind: "flop"
hold-worst-slack_ns: 1.97
grt.total_usage_pct: 22.2
initialDrtViolationCount: 90
combPwrFrac_pct: 14.8
avgSynthCellArea_sq_um: 15.3
drive_gt1_share_pct: 21.7
netlist_area_sq_mm: 0.00329
p_leak_nw: 1.47
grt_pass1_vias: 1988
tns_ns: 0
finalSetupViolCount: 0
warnings: 32
netSwitchingFraction_pct: 23.3
postCtsHoldBufs: 0
fmax_mhz: 217
io_pins: 21
dpl.hpwl_um: 4580
synth_area_leader_cell: "edfxtp_1"
cts_tree: "yes"
clk_path_buf_depth: 2
hp-start: "mode"
finalHoldViolations: 0
ys_sh_xor_pct: 2.13
start_kind: "input port"
dp_slack_ns: 1.42
cp.arrival_ns: 4.67
critPathKind: "in2reg"
status: "completed"
tightestPinTransition_ns: 0.656
path_clk_slew_ns: 0.07
grt_pass1_wl_um: 10500
cp_data_required_time_ns: 6.46
p_per_area_mw_per_mm2: 286
cp_slowest_cell: "clkdlybuf4s50_1"
cts_setup_buffers: 0
remaining_drc_errors: 0
synthMuxAreaShare_pct: 14.8
antenna_found_initial: 0
cts_buffers: 9
wl_per_cell_um: 20.0
root_buffer: "clkbuf_8"
p_sw_mw: 0.259
overflow: 0
pwr-share-clk_pct: 37.9
ys_sh_aoi_pct: 5.40
layout_setup_ws_ns: 1.79
placementRows: 29
stdcell_area_sq_mm: 0.00388
power_mw: 1.11
synth.top_cell.area_share_pct: 58.4
rsz0062_at_grt: "false"
drv_cap: 0
cts.repair.resized: 0
firstDrtPassIters: 4
cp_top_family: "buffers and inverters"
n_antenna_cell: 0
p_int_mw: 0.852
lay_top_count: "edfxtp_1"
areaGrowthSynthToFinish_pct: 18.0
fin_crit_ns: 4.61
die_width_um: 83.2
ys_area_sq_mm: 0.00329
topCellsByArea: "edfxtp_1 (58%), mux4_2 (11%), ha_1 (5.7%)"
ir_drop_uv: 196
fp_util_pct: 51.9
gp_congestion: 0.924
cp.buffers_inverters: 3
finalCritPeriodShare_pct: 72.1
slew_violations: 0
ys_seq_elements: 72
hold_depth: 3
slowest_delay_ns: 0.67
synth_stat.cells: 215
yosys_warnings: 2
==> metrics by stage <==
stage	util [%]	cells
2_1_floorplan	-	215
3_3_place_gp	57.3	314
3_5_place_dp	57.3	314
4_1_cts	61.2	330
5_1_grt	61.2	330
6_report	61.2	330
==> Yosys cell counts <==
master / number
a211oi_1: 2
mux2i_1: 6
nor2b_1: 1
nand3b_1: 2
inv_1: 17
nand2b_1: 1
xnor2_1: 5
buf_6: 1
a21oi_1: 7
mux2_2: 6
nand4_1: 3
nand3_1: 2
nand2_1: 18
a21o_1: 4
nor3_1: 4
mux4_2: 16
nor4_1: 1
dlxtp_1: 8
nor2_1: 6
fa_1: 2
a31oi_1: 5
o21ai_0: 1
a21o_2: 3
ha_1: 15
xor2_1: 3
clkbuf_1: 8
a2111oi_4: 1
o21a_1: 1
edfxtp_1: 64
buf_2: 2
==> cells by family after synthesis <==
kind of cell | count (synthesis)
flops | 64
simple gates | 38
mux | 28
buf+inv | 28
compound gates | 24
fa+ha+maj | 17
xor+xnor | 8
latches | 8
==> state kept, by name, summed over array words and instances (netlist names) <==
name	cells
DR.memory	64
DR.dataOut	8
==> per-layer routing <==
layer,GRT usage [%],vias up,wire (um),part of all wire (%)
met5,0,-,0,0
met4,1.88,0,54,0.82
met3,15.4,9,846,13
met2,32.9,112,3220,49
met1,30.3,883,2470,37
li1,-,872,-,-
==> worst max-delay path by stage <==
stage	end	slack [ns]	start	depth (start not counted)
CTS	DR.memory[1][6]	1.76	index[0]	10
global route	DR.memory[1][6]	1.46	index[1]	10
finish	DR.memory[0][5]	1.79	index[0]	10
==> area by class of cell <==
class                   instances  area, sq um  share of cell area, %
flip-flops and latches         72         2040                   52.6
multi-input cells             115         1140                   29.2
repair buffers                 33          298                   7.67
clock inverters                 7          125                   3.22
clock buffers                   9          124                   3.19
well taps                      77         96.3                   2.48
inverters                      17         63.8                   1.64
==> power by group through the flow <==
stage / Clock (mW) / Sequential, mW / Combinational (mW)
4_1_cts: 0.428 / 0.526 / 0.166
5_1_grt: 0.448 / 0.528 / 0.181
6_report: 0.421 / 0.526 / 0.164
==> worst min-delay path, cell delays in order <==
cell,delay (ns)
clkdlybuf4s50_1,0.45
buf_4,0.23
nor3_1,0.14
No activity file was given, so power comes from the tool's default toggle rates.
