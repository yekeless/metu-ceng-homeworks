`./design.v`:
```
`timescale 1ns / 1ps
module lab3_2(
			input[5:0] money,
			input CLK,
			input vm,  
			input [2:0] productID,  
			input sugar,  
			output reg [5:0] moneyLeft,
			output reg [4:0] itemLeft,
			output reg productUnavailable, 
			output reg insufficientFund ,  
			output reg notExactFund ,  
			output reg invalidProduct,  
			output reg sugarUnsuitable,  
			output reg productReady	 
	);
	reg [4:0] numOfSandwiches;
	reg [4:0] numOfChocolate;
	reg [4:0] numOfWaterVM1;
	reg [4:0] numOfWaterVM2;
	reg [4:0] numOfCoffee;
	reg [4:0] numOfTea;
	initial
	begin
		numOfSandwiches=10;
		numOfChocolate=10;
		numOfWaterVM1=5;
		numOfWaterVM2=10;
		numOfCoffee=10;
		numOfTea=10;
		insufficientFund=0;
		notExactFund=0;
		invalidProduct=0;
		sugarUnsuitable=0;
		productReady=0;
		productUnavailable=0;
	end
	always @(posedge CLK)
	begin
		insufficientFund=0;
		notExactFund=0;
		invalidProduct=0;
		sugarUnsuitable=0;
		productReady=0;
		productUnavailable=0;
		moneyLeft=0;
		itemLeft=0;
		if (vm==0)
			begin
			case(productID) 
				 3'b000:begin
					if (money==20 && numOfSandwiches > 0 ) begin 
						itemLeft=numOfSandwiches-1;
						numOfSandwiches=numOfSandwiches -1;
						productReady=1;
						moneyLeft=0;
						end
					else if (numOfSandwiches==0) begin
						productUnavailable=1;
						moneyLeft=money;
						end
					else if (money!=20) begin
						notExactFund=1;
						moneyLeft=money;
						end
					end
				3'b001:begin
					if(money==10 && numOfChocolate >0) begin
						itemLeft=numOfChocolate-1;
						numOfChocolate=numOfChocolate-1;
						productReady=1;
						moneyLeft=0;
						end
					else if(numOfChocolate==0) begin
						productUnavailable=1;
						moneyLeft=money;
						end
					else if(money!=10) begin 
						notExactFund=1;
						moneyLeft=money;
						end
					end
				3'b010:begin
					if(money==5 && numOfWaterVM1>0) begin 
						itemLeft=numOfWaterVM1-1;
						numOfWaterVM1=numOfWaterVM1-1;
						productReady=1;
						moneyLeft=0;
						end
					else if(numOfWaterVM1==0) begin 
						productUnavailable=1;
						moneyLeft=money;
						end
					else if (money!=5) begin 
						notExactFund=1;
						moneyLeft=money;
						end
					end
				default:begin
					invalidProduct=1;
					moneyLeft=money;
					end
			endcase
			end
		else if(vm==1)
			begin
			case(productID)
				3'b010: begin
					if(numOfWaterVM2==0) begin
						productUnavailable=1;
						moneyLeft=money;
						end
					else if (sugar==1) begin
							sugarUnsuitable=1;
							moneyLeft=money;
							end
					else if (money<5) begin
						insufficientFund=1;
						moneyLeft=money;
						end
					else if(money>=5 && numOfWaterVM2>0) begin
						itemLeft=numOfWaterVM2-1;
						numOfWaterVM2=numOfWaterVM2-1;
						productReady=1;
						moneyLeft=money-5;
						end
					end
				3'b011: begin
					if(money>=12 && numOfCoffee>0) begin 
						itemLeft=numOfCoffee-1;
						numOfCoffee=numOfCoffee-1;
						moneyLeft=money-12;
						productReady=1;
						end
					else if (numOfCoffee==0) begin
						productUnavailable=1;
						moneyLeft=money;
						end
					else if(money<12) begin
						insufficientFund=1;
						moneyLeft=money;
						end
					end
				3'b100: begin
					if(money>=8 && numOfTea>0) begin
						itemLeft=numOfTea-1;
						numOfTea=numOfTea-1;
						moneyLeft=money-8;
						productReady=1;
						end
					else if(numOfTea==0) begin
						productUnavailable=1;
						moneyLeft=money;
						end
					else if(money<8) begin
						insufficientFund=1;
						moneyLeft=money;
						end
					end
				default: begin
					 invalidProduct=1;
					 moneyLeft=money;
					 end
				endcase
			end
	end
endmodule
```
`./run.sh`:
```
#!/bin/bash
# OpenROAD 26Q1-2900-gdf79404cd8, Yosys 0.63+post, stock flow scripts
make -C /OpenROAD-flow-scripts/flow DESIGN_CONFIG=/design/flow/config.mk WORK_HOME=/design/flow/orfs finish
```
`./config.mk`:
```
export PLATFORM = sky130hd
export DESIGN_NAME = lab3_2
export DESIGN_NICKNAME = lab3_2
export VERILOG_FILES = /design/flow/design.v
export SDC_FILE = /design/flow/constraint.sdc
export NUM_CORES = 4
export LEC_CHECK = 1
export CORE_UTILIZATION = 50
```
`./constraint.sdc`:
```
current_design lab3_2

set clk_period 3.3
set clk_io_pct 0.2

create_clock -name clk0 -period $clk_period [get_ports {CLK}]

set non_clock_inputs [all_inputs -no_clocks]
set_input_delay [expr $clk_period * $clk_io_pct] -clock clk0 $non_clock_inputs
set_output_delay [expr $clk_period * $clk_io_pct] -clock clk0 [all_outputs]
```
==> qor.yml <==
postCtsSetupBuffers: 0
synth_warnings: 1
netlist_instances: 287
setup_viol: 0
coreArea_um2: 5473
synth_cell_types: 60
clock_path_buffers: 2
clk_pin_slew_ns: 0.09
r2r_slack_ns: 0.89
initCoreUtil_pct: 51.76
fin_total_pwr_w: 0.001124
clk_latency_ns: 0.31
hold_viol_final: 0
warning_count: 33
row_count: 27
cts_buffers: 5
cts_root_buf: "clkbuf_8"
die_area_um2: 5971
cp-end-kind: "flip-flop"
grt_usage_pct: 23.43
skew_ns: 0.01477
finalCritPeriodShare_pct: 82.61
ys_cells: 287
dpl.hpwl_um: 4883
cp.required_ns: 3.26
status: "completed"
die_h_um: 77.27
fin_crit_ns: 2.726
slew_violations: 0
synth_area_um2: 2833
grt_pass1_wl_um: 10470
grt_antenna_before_repair: 0
wl_um: 6336
synth_chip_area_um2: 2833
gr-total-overflow: 0
die_w_um: 77.27
area_delta_synth_final_pct: 16.70
grt_max_degree: 15
ant_nets: 0
remaining_drc_errors: 0
cts_tree: "yes"
fin_setup_tns_ns: 0
post_drt_wl_per_cell_um: 16.08
worstMarginPinSlew_ns: 0.7117
portBuffers: 28
syn_area_per_cell_um2: 9.870
first_pass_iters: 4
p_leak_nw: 1.243
num_io_pins: 29
ir_drop_uv: 236.5
drive_gt1_share_pct: 9.006
via_per_inst: 5.662
ys_ff: 47
max_freq_mhz: 366.8
worstHoldPathType: "reg -> reg"
place.gp.congestion: 0.9945
ys_seq_share_pct: 43.82
edf_count: 30
synthArstFlopShare_pct: 0
slew_headroom_pct: 51.88
ctsHoldBuffers: 0
power_density_nw_per_um2: 340.2
rsz0062_at_grt: "false"
cap_violations: 0
grt_pass1_vias: 2144
worstSetupStartpointType: "input pin"
num_antenna_cells: 0
ctsHtreeMaxLevel: 2
synth-main-ff-cell: "edfxtp_1"
yosysTopAreaCell: "edfxtp_1"
worstPathArrival_ns: 2.69
top_cells_by_area: "edfxtp_1, dfxtp_1, ha_1"
clock_sinks: 47
critPathKind: "in -> reg"
drt_iter0_drc: 149
vias: 2231
top_cell_area_share_pct: 31.80
crit_path_max_fanout: 9
ctsResizeCount: 0
## layer usage
| metal | routed length [um] | GRT usage (%) |
|---|---|---|
| met1 | 3265 | 40.24 |
| met5 | 0 | 0 |
| met3 | 356 | 5.320 |
| met2 | 2647 | 32.65 |
| met4 | 67 | 2.453 |
## synthesized netlist by cell type, types with 3 or more instances
| library cell | count |
|---|---|
| edfxtp_1 | 30 |
| inv_1 | 25 |
| nor2_1 | 22 |
| nand2_1 | 21 |
| o21ai_0 | 18 |
| dfxtp_1 | 17 |
| ha_1 | 16 |
| nor3_1 | 14 |
| xor2_1 | 13 |
| o22ai_1 | 7 |
| a21oi_1 | 6 |
| nand2b_1 | 6 |
| nand3_1 | 6 |
| nor3b_1 | 6 |
| a31oi_1 | 5 |
| clkbuf_1 | 5 |
| buf_2 | 4 |
| nor2b_1 | 4 |
| a211oi_1 | 3 |
| a22o_1 | 3 |
| a32oi_1 | 3 |
| nand3b_1 | 3 |
| or3_1 | 3 |
## per-stage QoR
| step | cell area (um^2) | worst slack (ns) | utilization, % | hold WS, ns | cells |
|---|---|---|---|---|---|
| floorplan | 2833 | 1.057 | - | 0.5274 | 287 |
| global placement | 3221 | 0.2720 | 58.85 | 0.5639 | 386 |
| detailed placement | 3221 | 0.2591 | 58.85 | 0.5597 | 386 |
| CTS | 3306 | 0.5794 | 60.40 | 0.5811 | 394 |
| global route | 3306 | 0.4583 | 60.40 | 0.6176 | 394 |
| finish | 3306 | 0.5740 | 60.40 | 0.5778 | 394 |
## logic make-up after synthesis
logic type,share of synthesized area [%]
AOI/OAI and AO/OA,15.95
xor gates and xnor gates,4.638
and+or+nand+nor,22.62
DFF,43.82
adders and majority gates,7.067
buffers and inverters,5.212
muxes,0.7067
## cell usage in the layout (no fill, tap or decap), drive strengths merged, types with 6 or more instances in the layout
master and n:
inv 25, o22ai 7, nand3 6, buf 9, nand2b 6, o21ai 18
nor3 15, a21oi 6, ha 16, dfxtp 17, nand2 21, nor2 23
edfxtp 30, clkbuf 6, clkdlybuf4s50 28, nor3b 6, xor2 13
## final cells by class
| type | count | area, um^2 |
|---|---|---|
| inverters | 26 | 97.59 |
| clock buffers | 6 | 72.57 |
| fillers | 474 | 2167 |
| clock inverters | 2 | 12.51 |
| flip-flops and latches | 47 | 1241 |
| well taps | 72 | 90.09 |
| multi-input cells | 204 | 1444 |
| repair buffers | 37 | 347.8 |
## registers in the layout (all words and copies together) (netlist names)
signal	count
invalidProduct	1
moneyLeft	6
notExactFund	1
sugarUnsuitable	1
numOfSandwiches	5
itemLeft	5
numOfTea	5
numOfChocolate	5
productUnavailable	1
insufficientFund	1
numOfCoffee	5
numOfWaterVM2	5
numOfWaterVM1	5
productReady	1
## critical path, stage by stage
cell             delay [ns]
clkdlybuf4s50_1        0.57
inv_1                  0.15
ha_1                   0.19
nand4bb_1              0.21
or3b_2                 0.55
nor2_1                 0.35
## path summary, 6_finish.rpt
path                       from                  to  cells after the start
max                    money[2]   numOfChocolate[0]                      6
min          numOfSandwiches[4]  numOfSandwiches[4]                      2
max reg2reg   numOfChocolate[0]        moneyLeft[0]                      6
min reg2reg  numOfSandwiches[4]  numOfSandwiches[4]                      2
## where the power goes
part | switching, W | total (W) | internal [W]
logic | 0.0000739 | 0.000144 | 0.0000701
clock network | 0.000195 | 0.000343 | 0.000148
registers | 0.00000476 | 0.000637 | 0.000632
total | 0.000274 | 0.00112 | 0.000851
No activity file was given, so power comes from the tool's default toggle rates.
