File: run.sh
#!/bin/bash
# OpenROAD 26Q1-2900-gdf79404cd8, Yosys 0.63+post, stock flow scripts
make -C /OpenROAD-flow-scripts/flow DESIGN_CONFIG=/design/flow/config.mk WORK_HOME=/design/flow/orfs finish
File: config.mk
export PLATFORM = sky130hd
export DESIGN_NAME = SelectionOfAvatar
export DESIGN_NICKNAME = SelectionOfAvatar
export VERILOG_FILES = /design/flow/design.v
export SDC_FILE = /design/flow/constraint.sdc
export NUM_CORES = 4
export LEC_CHECK = 1
export CORE_UTILIZATION = 50
File: constraint.sdc
current_design SelectionOfAvatar

set clk_period 5.7
set clk_io_pct 0.2

create_clock -name clk0 -period $clk_period [get_ports {CLK}]

set non_clock_inputs [all_inputs -no_clocks]
set_input_delay [expr $clk_period * $clk_io_pct] -clock clk0 $non_clock_inputs
set_output_delay [expr $clk_period * $clk_io_pct] -clock clk0 [all_outputs]
File: design.v
`timescale 1ns / 1ps
module SelectionOfAvatar(
	input [1:0] mode,
	input [5:0] userID,
	input [1:0] candidate,  
	input CLK,
	output reg [1:0] ballotBoxId,
	output reg [5:0] numberOfRegisteredVoters,
	output reg [5:0] numberOfVotesWinner,  
	output reg [1:0] WinnerId,
	output reg AlreadyRegistered,
	output reg AlreadyVoted,
	output reg NotRegistered,
	output reg VotingHasNotStarted,
	output reg RegistrationHasEnded
	);
		 reg [7:0] counter;
		 reg [15:0] box00;
		 reg [15:0] box01;
		 reg [15:0] box10;
		 reg [15:0] box11;
		 reg [15:0] voted_box00;
		 reg [15:0] voted_box01;
		 reg [15:0] voted_box10;
		 reg [15:0] voted_box11;
		 reg [6:0] aday00;
		 reg [6:0] aday01;
		 reg [6:0] aday10;
		 reg [6:0] aday11;
		 reg [3:0] index;
	initial begin
		 numberOfRegisteredVoters=0;
		 numberOfVotesWinner=0;
		 counter=0;
		 box00=0;
		 box01=0;
		 box10=0;
		 box11=0;
		 voted_box00=0;
		 voted_box01=0;
		 voted_box10=0;
		 voted_box11=0;
		 aday00=0;
		 aday01=0;
		 aday10=0;
		 aday11=0;
		 WinnerId=0;
	end
	always @(posedge CLK)
	begin
		AlreadyRegistered=0;
		AlreadyVoted=0;
		NotRegistered=0;
		VotingHasNotStarted=0;
		RegistrationHasEnded=0;
		ballotBoxId=userID[5:4];
		index=userID[3:0];
		if (counter < 100) begin
			if(mode==0) begin
				if(ballotBoxId==0) begin
					if(box00[index]==0) begin
						box00[index]=1;
						numberOfRegisteredVoters=numberOfRegisteredVoters+1;
						end
					else begin
						AlreadyRegistered=1;
						end
					end
				else if(ballotBoxId==1) begin
					if(box01[index]==0) begin
						box01[index]=1;
						numberOfRegisteredVoters=numberOfRegisteredVoters+1;
						end
					else begin
						AlreadyRegistered=1;
						end
					end	
				else if(ballotBoxId==2) begin
					if(box10[index]==0) begin
						box10[index]=1;
						numberOfRegisteredVoters=numberOfRegisteredVoters+1;
						end
					else begin
						AlreadyRegistered=1;
						end
					end
				else if(ballotBoxId==3) begin
					if(box11[index]==0) begin
						box11[index]=1;
						numberOfRegisteredVoters=numberOfRegisteredVoters+1;
						end
					else begin
						AlreadyRegistered=1;
						end
					end
				end	
			else if(mode==1) begin
				VotingHasNotStarted=1;
				end
			counter=counter+1;	
			end
		else if(100<=counter && counter<200) begin
			if(mode==0) begin
				RegistrationHasEnded=1;
				end
			else if(mode==1) begin
				if(ballotBoxId==0) begin
					if(box00[index]==0) begin
						NotRegistered=1;
						end
					else if(box00[index]==1 && voted_box00[index]==0) begin
						voted_box00[index]=1;
						if (candidate==0) begin
							aday00=aday00+1;
							end
						else if (candidate==1) begin
							aday01=aday01+1;
							end
						else if (candidate==2) begin
							aday10=aday10+1;
							end
						else if (candidate==3) begin
							aday11=aday11+1;
							end			
						end
					else if(voted_box00[index]==1) begin
						AlreadyVoted=1;
						end		
					end
				else if(ballotBoxId==1) begin
					if(box01[index]==0) begin
						NotRegistered=1;
						end
					else if(box01[index]==1 && voted_box01[index]==0) begin
						voted_box01[index]=1;
						if (candidate==0) begin
							aday00=aday00+1;
							end
						else if (candidate==1) begin
							aday01=aday01+1;
							end
						else if (candidate==2) begin
							aday10=aday10+1;
							end
						else if (candidate==3) begin
							aday11=aday11+1;
							end			
						end
					else if(voted_box01[index]==1) begin
						AlreadyVoted=1;
						end		
					end
				else if(ballotBoxId==2) begin
					if(box10[index]==0) begin
						NotRegistered=1;
						end
					else if(box10[index]==1 && voted_box10[index]==0) begin
						voted_box10[index]=1;
						if (candidate==0) begin
							aday00=aday00+1;
							end
						else if (candidate==1) begin
							aday01=aday01+1;
							end
						else if (candidate==2) begin
							aday10=aday10+1;
							end
						else if (candidate==3) begin
							aday11=aday11+1;
							end			
						end
					else if(voted_box10[index]==1) begin
						AlreadyVoted=1;
						end		
					end
				else if(ballotBoxId==3) begin
					if(box11[index]==0) begin
						NotRegistered=1;
						end
					else if(box11[index]==1 && voted_box11[index]==0) begin
						voted_box11[index]=1;
						if (candidate==0) begin
							aday00=aday00+1;
							end
						else if (candidate==1) begin
							aday01=aday01+1;
							end
						else if (candidate==2) begin
							aday10=aday10+1;
							end
						else if (candidate==3) begin
							aday11=aday11+1;
							end			
						end
					else if(voted_box11[index]==1) begin
						AlreadyVoted=1;
						end		
					end			
				end
				counter=counter+1;	
			end
			else if(counter>=200) begin
				if(aday00 > aday01 && aday00 > aday10 && aday00 > aday11) begin
		 			WinnerId=0;
		 			numberOfVotesWinner=aday00;
		 			end
		 		else if(aday01 > aday00 && aday01 > aday10 && aday01 > aday11) begin
		 			WinnerId=1;
		 			numberOfVotesWinner=aday01;
		 			end
		 		else if(aday10 > aday00 && aday10 > aday01 && aday10 > aday11) begin
		 			WinnerId=2;
		 			numberOfVotesWinner=aday10;
		 			end
		 		else if(aday11 > aday00 && aday11 > aday01 && aday11 > aday10) begin
		 			WinnerId=3;
		 			numberOfVotesWinner=aday11;
		 			end	
				end								 		
	end
endmodule
==> impl_metrics.csv <==
group,metric,value,unit
placed_design,dp_hpwl,14600,um
placed_design,gp_congestion,0.9230,
critical_path,cp.buffers_inverters,2,
synth,synth_cell_types,62,
floorplanning,dieArea,20160,um^2
global_route,grt-ovfl-total,0,
final_timing,fmax,228.1,MHz
finish,fill_cells,1471,
drt,vias_per_cell,5.675,
final_timing,finalCritPeriodShare,76.90,%
drt,drt_iter0_drc,340,
worst_hold_path,hold_path_class,"flop to flop",
critical_path,critPathLaunch,"userID[1]",
drt,diodes,0,
clock_tree,cts_tree,"yes",
floorplanning,fp-row-count,50,
finish,fin_area,11040,um^2
final_timing,period_needed,4.383,ns
critical_path,crit_family,"buffers and inverters",
synth,top_area_share,54.57,%
synth,most_common_cell,"edfxtp_1",
job,drv_cap,0,
synth,area_leaders,"edfxtp_1 (55%), nand2b_1 (7.9%), ha_1 (7.8%)",
synth,netlist_top_cells_count,"edfxtp_1 (178), nand2b_1 (123), ha_1 (61)",
synth,largest_area_cell,"edfxtp_1",
final_timing,rsz0062_at_grt,"no",
floorplanning,fp.dieH,142.0,um
final_timing,setup_viol,0,
clock_tree,cts-root-buf,"clkbuf_16",
clock_tree,clkLatencyLatePin,0.43,ns
outcome,outcome,"finished clean",
final_timing,slew-limit-headroom,41.64,%
clock_tree,hold_buffers,0,
critical_path,slowest_stage,"clkdlybuf4s50_1",
floorplanning,die_x,142.0,um
final_timing,skew,0.008941,ns
synth,yosys_warnings,1,
pwr,p_leak,4.116,nW
worst_hold_path,min_from,"voted_box01[8]",
drt,first_pass_iters,5,
critical_path,arrival,4.44,ns
finish,final_util,58.22,%
synth,synth.cell_area,9796,um^2
pwr,p_per_area,260.7,nW/um^2
critical_path,regToRegStartpoint,"aday01[1]",
global_route,grt_max_degree,26,
synth,syn-instance-count,722,
floorplanning,core-area,18960,um^2
pwr,max-vdd-ir-drop,0.2930,mV
synth,yosysCellCount,722,
placed_design,dp_cells,1010,
synth,flop_cell,"edfxtp_1",
final_timing,fin_tns_setup,0,ns
clock_tree,cts_max_path_buffers,2,
global_route,grt_pass1_wl,33200,um
drt,routedWlPerCell,20.03,um
finish,drive_above_1_share,9.603,%
drt,wirelength,20850,um
global_route,grt_pass1_vias,6003,
clock_tree,cts_made_buffers,17,
critical_path,critPathMaxStageDelay,0.92,ns
critical_path,cp_cell_sequence,"clkdlybuf4s50_1 -> buf_4 -> mux4_1 -> a221oi_2 -> nor2b_1 -> o2111ai_1 -> or3_4 -> nor2_1",
final_timing,slew_viol_final,0,
drt,drc,0,
synth,synth.avg_cell_area,13.57,um^2
clock_tree,clock-sinks,185,
clock_tree,post_cts_resize_count,0,
critical_path,critical_path_class,"input pin to flop",
clock_tree,cts_setup_buffers,0,
synth,ys_seq_share,56.00,%
synth,ys_ff,185,
clock_tree,cts_max_level,4,
pwr,report.power.total,2.877,mW
placed_design,portBuffers,31,
finish,fin_cells,1041,
critical_path,critPathCaptureType,"flop",
job,warning_count,36,
global_route,grt_usage,23.92,%
synth,edf_count,178,
clock_tree,path_clk_slew,0.06,ns
synth,yosys_area,9796,um^2
drt,final_antenna_net_count,0,
final_timing,worst_pin_slew,0.8755,ns
critical_path,worstSetupStartpointType,"input pin",
synth,async_reset_ff_share,0,%
floorplanning,ios,32,
critical_path,required,5.76,ns
global_route,grt_antenna_before_repair,0,
drt,dr_total_vias,5908,
final_timing,hold_viol,0,
floorplanning,fp_util,51.68,%
finish,area_delta_synth_final,12.66,%
placed_design,placed_area,10420,um^2
critical_path,crit_fanout,24,
[worst reg2reg max path, delay by kind of cell (launching register included)]
kind            cells  cell delay, ns
simple gates        3            0.82
compound gates      4            1.55
flops               1            0.48
fa+ha+maj           1            0.26
buf+inv             2            0.29
[per-layer routing]
| metal | up-vias | share of wire, % | global-route usage [%] |
|---|---|---|---|
| li1 | 2809 | - | - |
| met5 | - | 0 | 0 |
| met1 | 2863 | 43 | 37.91 |
| met3 | 23 | 7.5 | 7.745 |
| met2 | 213 | 48 | 36.06 |
| met4 | 0 | 2.1 | 4.414 |
[worst paths after layout]
| path | slack, ns | cells after the start | end |
|---|---|---|---|
| min reg2reg | 0.53 | 1 | voted_box01[8] |
| max reg2reg | 1.94 | 10 | numberOfVotesWinner[5] |
| max | 1.32 | 8 | aday01[6] |
| min | 0.53 | 1 | voted_box01[8] |
[final cells by class]
type	count	area [um^2]	share of cell area, %
flip-flops and latches	185	5485	49.71
multi-input cells	479	4045	36.66
clock buffers	17	425.4	3.855
repair buffers	44	402.9	3.651
well taps	260	325.3	2.948
clock inverters	14	193.9	1.757
inverters	42	157.7	1.429
[state kept, by name, indices dropped and copies added (netlist names), 8 cells and up]
register and cells:
voted_box00 16, counter 8, box11 16, voted_box10 16
voted_box01 16, voted_box11 16, box01 16, box10 16
box00 16
[cell families (layout without fill, tap and decap cells)]
group | Yosys count | after routing | share of synthesized area (%)
xor+xnor | 30 | 30 | 2.682
simple gates | 274 | 274 | 16.06
buf+inv | 58 | 117 | 2.989
compound gates | 72 | 72 | 5.275
fa+ha+maj | 61 | 61 | 7.792
mux | 42 | 42 | 9.209
flops | 185 | 185 | 56.00
[cells in the final DEF, fill, tap and decap left out, drive strengths merged, types with 5 or more instances in the layout]
cell,count
nor3,14
nor2,18
o21ai,12
mux2i,8
clkbuf,17
xnor2,21
a21oi,16
or3,5
nor3b,6
or2,8
dfxtp,7
nand3,25
a22o,5
inv,47
clkinv,5
nor2b,9
mux4,32
nand2,37
ha,61
and3,10
o221ai,5
a22oi,7
clkdlybuf4s50,30
nand4,6
buf,14
edfxtp,178
nand2b,123
xor2,9
[where the power goes]
part           total, mW  switching, mW  internal, mW
combinational      0.143         0.0813        0.0612
sequential          1.49        0.00392          1.48
clock               1.25          0.511         0.737
[per-stage QoR]
stage               hold slack (ns)  worst slack (ns)
global placement             0.5142            0.9153
finish                       0.5320             1.317
global route                 0.5479             1.179
detailed placement           0.5182            0.8747
floorplan                    0.4953             1.626
CTS                          0.5382             1.300
Power figures rest on the tool's default switching activity, not on a simulated workload.
